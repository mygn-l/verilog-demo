==> flow/design.v <==
module registerfile (
  input clk,
  input we,
  input [4:0] a1, a2, a3,
  input [31:0] wd,
  output reg [31:0] rd1, rd2
);
  reg [31:0] registers [31:0];
  always @(*) begin
    #1;
    rd1 = registers[a1];
    rd2 = registers[a2];
  end
  always @(posedge clk) begin
    if (we) begin
      #1;
      registers[a3] <= wd;
    end
  end
endmodule
==> flow/run.sh <==
#!/bin/bash
# OpenROAD 26Q1-2900-gdf79404cd8, Yosys 0.63+post, stock flow scripts
make -C /OpenROAD-flow-scripts/flow DESIGN_CONFIG=/design/flow/config.mk WORK_HOME=/design/flow/orfs finish
==> flow/config.mk <==
export PLATFORM = sky130hd
export DESIGN_NAME = registerfile
export DESIGN_NICKNAME = registerfile
export VERILOG_FILES = /design/flow/design.v
export SDC_FILE = /design/flow/constraint.sdc
export NUM_CORES = 4
export LEC_CHECK = 1
export CORE_UTILIZATION = 30
==> flow/constraint.sdc <==
current_design registerfile

set clk_period 8.5
set clk_io_pct 0.2

create_clock -name clk0 -period $clk_period [get_ports {clk}]

set non_clock_inputs [all_inputs -no_clocks]
set_input_delay [expr $clk_period * $clk_io_pct] -clock clk0 $non_clock_inputs
set_output_delay [expr $clk_period * $clk_io_pct] -clock clk0 [all_outputs]
==> reports/metrics.cfg <==
[status]
outcome=completed

[die]
fp-utilization=0.3032
die_h_um=405.3
placementRows=147
coreArea_um2=160900
io_pins=113
die_area_um2=164200
die_x_um=405.3

[detailed_routing]
drt_first_pass_iters=7
routed-via-count=30940
viasPerCell=5.415
post_drt_wl_per_cell_um=27.04
drtIter0Drc=2048
route.antenna.remaining_nets=0
drt-total-wl_mm=154.5
drc_errors=0

[layout]
seqCellArea_um2=30750
area_growth_pct=13.69
logic_area_um2=16780
reg_top3=registers: 1024 flops
largest_reg_flops=1024
largest-register=registers
drive_gt1_frac=0.08694
lay_top_cells=mux2i_1, edfxtp_1, nand3_1
fillers=15140

[timing]
fin_tns_setup_ns=0
slew_viol_final=0
fin_crit_sh=0.7929
max_freq_mhz=148.4
hold_violations=0
slew_headroom=0.3093
worstMarginPinSlew_ns=1.033
rsz0062_at_grt=false
holdWs_ns=1.817
fin_crit_ns=6.740
finalSetupViolations=0

[logic_synthesis]
yosysWarnings=1
top_cells_by_area=edfxtp_1, mux2i_1, a22oi_1
netlist_area_um2=48790
ys_seq_share=0.6303
yosysTopAreaCell=edfxtp_1
syn_inst=3386
avgSynthCellArea_um2=14.41
ys.flops=1024
yosys_area_um2=48790
ys_types=23
yosys_cells=3386
top_cell_area_share=0.6303

[global_routing]
grt_overflow=0
grt_usage=0.1962
use_met2=0.3046
grt_pass1_vias=31630
grt_max_degree=98
grt_pass1_wl_mm=219.9
antenna_found_initial=9
top_usage_layer=met2
use_met3=0.1071
grt_use_met1=0.2404

[clocking]
cts.htree.levels=3
cts_resized=0
holdBufCountCts=0
cts_tree=done
cts_buffers=102
cts-root-buf=clkbuf_16
post_cts_buffers=0
clock_path_buffers=3
path_clk_slew_ns=0.06
clock-sinks=1024

[flow_run]
cap_violations=0
warning_count=26

[setup_path]
worstPathArrival_ns=5.04
worstSetupPathType=in -> out
cp-end-kind=output port
cp_max_fo=33
cp.required_ns=6.80
start_kind=input port

[power_and_ir_drop]
worst_ir_drop_vdd_uv=151.8
leakage_nw=19.94
powerDensity_nw_per_um2=194.7

[placed_design]
gp_congestion=0.8726
numPortBuffers=112
dp_hpwl_mm=86.69

[worst_hold_path]
hold_path_class=in -> reg

[critical path, cell delays in order]
cell             delay [ns]
clkdlybuf4s50_1        0.63
nor2b_4                0.80
buf_4                  0.64
a22o_1                 0.25
nor3_1                 0.05
a31oi_1                0.16
nand3_1                0.28
clkdlybuf4s50_1        0.50
[routing by layer]
| metal | share of wire | wire, um |
|---|---|---|
| met5 | 0.00058 | 89 |
| met2 | 0.47 | 72720 |
| met1 | 0.36 | 56320 |
| met4 | 0.036 | 5512 |
| met3 | 0.13 | 19860 |
[layout make-up]
type,instances,share of cell area
Sequential cell,1024,0.5544
Multi-Input combinational cell,2109,0.3025
Tap cell,2160,0.04872
Clock buffer,130,0.04829
Timing Repair Buffer,242,0.04114
Clock inverter,49,0.004962
Antenna cell,1,0.00004511
[kinds of logic after synthesis]
kind of cell,share of synthesized area
AND-OR/OR-AND,0.08042
buffers and inverters,0.03211
flip-flops,0.6303
multiplexers,0.2101
AND/OR/NAND/NOR,0.04714
[stage by stage]
stage	instance area [um2]	cells	power, mW	setup WS (ns)	util
6_report	55470	5715	10.80	1.760	0.3447
5_1_grt	55470	5714	11.10	1.701	0.3447
4_1_cts	55470	5714	10.86	1.831	0.3447
3_5_place_dp	52510	5535	6.784	1.830	0.3263
3_3_place_gp	52510	5535	6.782	1.905	0.3263
2_1_floorplan	48790	3386	6.326	4.041	-
[cells in the mapped netlist]
library cell     n
nand2b_1         4
a22o_1         128
nor2_1          35
nand2_1        195
clkbuf_1        86
a21oi_1        192
nor2b_1          4
or2_2            2
nand3_1        194
nor3_1          64
buf_6           45
buf_1            1
nand3b_1         5
edfxtp_1      1024
a31oi_1         64
clkbuf_4         4
buf_4           47
or3_1            1
buf_2           70
a22oi_1        192
or3b_2           3
mux2i_1       1024
and2_1           2
[final timing paths]
path                 to  slack (ns)  cells after the start  startpoint
min   registers[25][22]        1.82                      2      wd[22]
max             rd2[12]        1.76                      8       a2[0]
[report_power, final]
group          leakage, nW  switching, mW  internal, mW
Combinational         9.27          0.651         0.390
Sequential            9.22         0.0237          5.62
Clock                 1.45           1.90          2.22
Power figures rest on the tool's default switching activity, not on a simulated workload.
