File: design/flow/design.v
module enregister (
  input clk, en,
  input [31:0]d,
  output reg [31:0]rd
);
  always @ (posedge clk) if (en) #1 rd <= d;
  initial rd = 32'b0;
endmodule
File: design/flow/run.sh
#!/bin/bash
# OpenROAD 26Q1-2900-gdf79404cd8, Yosys 0.63+post, stock flow scripts
make -C /OpenROAD-flow-scripts/flow DESIGN_CONFIG=/design/flow/config.mk WORK_HOME=/design/flow/orfs finish
File: design/flow/config.mk
export PLATFORM = sky130hd
export DESIGN_NAME = enregister
export DESIGN_NICKNAME = enregister
export VERILOG_FILES = /design/flow/design.v
export SDC_FILE = /design/flow/constraint.sdc
export NUM_CORES = 4
export LEC_CHECK = 1
export CORE_AREA = 10 10 86 86
export DIE_AREA = 0 0 96 96
File: design/flow/constraint.sdc
current_design enregister

set clk_period 1.0
set clk_io_pct 0.2

create_clock -name clk0 -period $clk_period [get_ports {clk}]

set non_clock_inputs [all_inputs -no_clocks]
set_input_delay [expr $clk_period * $clk_io_pct] -clock clk0 $non_clock_inputs
set_output_delay [expr $clk_period * $clk_io_pct] -clock clk0 [all_outputs]
==> metrics.csv <==
metric,value,unit
largest_register_ffs,32,
die-area,9220,um^2
path_cells,buf_2,
cts_setup_buffers,0,
path_depth,1,
synth_cells,32,
wl,2.56,mm
path_max_fanout,1,
slew_headroom,85.2,%
worst_slack,23.6,ps
rows,27,
holdPathStages,2,
viasPerCell,3.28,
ys_ff,32,
endpoint_kind,output port,
slew_violations,0,
numPlacedInstances,171,
cpMaxStageDelayCell,edfxtp_1,
antennaDiodeCount,0,
die-height,96,um
drive_gt1_share,38.3,%
cts_hold_buffers,0,
cts_tree,yes,
logic_area,0,um^2
fp.dieW,96,um
cts.htree.levels,2,
hold_end,rd[8]$_DFFE_PP_,
timing.fmax,1020,MHz
hp-class,in2reg,
avgRoutedWirePerCell,14.3,um
initial_core_util,17.3,%
synth_area_per_cell,30.0,um^2
finalSetupViolCount,0,
outcome,completed,
cts_sinks,32,
ctsRootBufferMaster,clkbuf_8,
place.gp.congestion,0.755,
clkTransAtPathRegs,70,ps
core_area,5540,um^2
yosysWarnings,1,
hpwl,2.11,mm
hp-start,en,
vias,587,
grt_pass1_wl,3.73,mm
finalCriticalPeriod,976,ps
critPathTopFamily,flip-flops,
portBuffers,65,
path_class,reg2out,
p_leak,0.641,nW
utilization,30.1,%
grt.busiest_layer,met2,
hold_viol,0,
dp_slack,-290,ps
ant_nets,0,
track_usage,5.55,%
final_cells,179,
grt_max_degree,21,
arrival,780,ps
rsz0062_at_grt,yes,
yosys_area,961,um^2
maxCapViolCount,0,
worstMarginPinSlew,221,ps
met3_usage,3.93,%
drt-pass1-iter-count,3,
netlist_area,961,um^2
ys_seq_share,100,%
antenna_found_initial,0,
syn_to_final_growth,73.4,%
critPathMaxStageDelay,370,ps
top_regs,rd x32,
critPathBufInv,1,
yosysCellCount,32,
met2_usage,8.74,%
powerDensity,1680,nW/um^2
regMostFlops,rd,
required,800,ps
ir_worst_vdd,0.529,mV
logic_gate_count,0,
num_io_pins,66,
start_kind,flop,
ctsLongestPathBuffers,2,
ys_types,1,
fin_crit_sh,97.6,%
tool_warnings,27,
p_total,2.79,mW
grt_overflow,0,
cts_made_buffers,5,
use_met1,6.17,%
drc,0,
drtIter0Drc,10,
grt_pass1_vias,671,
cell usage in the layout (no fill, tap or decap), drive strengths merged:
cell type,count
dlymetal6s2s,1
clkbuf,5
clkdlybuf4s50,32
edfxtp,32
clkinv,3
buf,34
cell families after synthesis:
| group | share of synthesized area, % |
|---|---|
| flops | 100 |
cells in the mapped netlist, drive strengths merged:
| cell type | count | share of area [%] |
|---|---|---|
| edfxtp | 32 | 100 |
metrics by stage:
stage | area [um^2] | hold slack, ps | setup TNS, ps
finish | 1670 | 421 | 0
global route | 1670 | 424 | -289
floorplan | 961 | 299 | 0
CTS | 1660 | 461 | -1.18
detailed placement | 1740 | 758 | -8800
global placement | 1740 | 756 | -8410
metal layers:
metal | wire (um) | up-vias
met5 | 0 | -
met4 | 40 | 0
li1 | - | 275
met2 | 1220 | 36
met3 | 354 | 6
met1 | 954 | 270
repair_timing:
item	4_1_cts	5_1_grt
pin swaps	0	0
gates cloned	0	0
setup endpoints to repair	32	23
resized	99	1
how the worst max path moves through the flow:
stage | startpoint | endpoint
after CTS | rd[23]$_DFFE_PP_ | rd[23]
after global routing | rd[23]$_DFFE_PP_ | rd[23]
final | rd[23]$_DFFE_PP_ | rd[23]
where the power goes:
part	internal, mW	switching [mW]	leakage, nW
Sequential	1.59	0.0217	0.313
Combinational	0.187	0.0617	0.283
Clock	0.471	0.459	0.0453
Total	2.25	0.543	0.641
area by class of cell:
class	instances	area (um^2)
Clock buffer	5	68.8
Tap cell	72	90.1
Clock inverter	3	13.8
Timing Repair Buffer	67	533
Fill cell	566	3870
Sequential cell	32	961
Power is estimated from default activity; no workload was simulated.
