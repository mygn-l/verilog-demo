--- flow/config.mk ---
export PLATFORM = sky130hd
export DESIGN_NAME = control_unit
export DESIGN_NICKNAME = control_unit
export VERILOG_FILES = /design/flow/design.v
export SDC_FILE = /design/flow/constraint.sdc
export NUM_CORES = 4
export LEC_CHECK = 1
export CORE_AREA = 10 10 70 70
export DIE_AREA = 0 0 80 80
--- flow/constraint.sdc ---
current_design control_unit

set clk_period 3.6
set clk_io_pct 0.2

create_clock -name clk0 -period $clk_period [get_ports {clk}]

set non_clock_inputs [all_inputs -no_clocks]
set_input_delay [expr $clk_period * $clk_io_pct] -clock clk0 $non_clock_inputs
set_output_delay [expr $clk_period * $clk_io_pct] -clock clk0 [all_outputs]
--- flow/design.v ---
module control_unit (
  input clk,
  input [5:0] opcode, funct,
  output reg IorD, MemWrite, IRWrite, MemtoReg, RegWrite, ALUSrcA, Branch, PCWrite,
  output reg [1:0] ALUSrcB, RegDst, PCSrc,
  output reg [3:0] ALUControl
);
  localparam logic [5:0]
    OPCODE_REGISTER = 6'b000000,
    OPCODE_LW       = 6'b100011,
    OPCODE_SW       = 6'b101011,
    OPCODE_BEQ      = 6'b000100,
    OPCODE_ADDI     = 6'b001000,
    OPCODE_J        = 6'b000010,
    OPCODE_JAL      = 6'b000011;
  localparam logic [5:0]
    FUNCT_ADD   = 6'b100000,
    FUNCT_SUB   = 6'b100010;
  localparam logic [3:0]
    ALU_ADD  = 4'b0010,
    ALU_SUB  = 4'b0110,
    ALU_ZERO = 4'b1111;
  localparam logic [3:0]
    STATE_FETCH        = 4'b0000,
    STATE_DECODE       = 4'b0001,
    STATE_MEM_ADDR     = 4'b0010,
    STATE_MEM_READ     = 4'b0011,
    STATE_MEM_WRITE    = 4'b0100,
    STATE_WRITE_BACK   = 4'b0101,
    STATE_EXECUTE      = 4'b0110,
    STATE_RTYPE_WRITE  = 4'b0111,
    STATE_BRANCH       = 4'b1000,
    STATE_JUMP         = 4'b1001,
    STATE_JAL          = 4'b1010,
    STATE_ADDI_EXECUTE = 4'b1011,
    STATE_ADDI_WRITE   = 4'b1100;
  reg [3:0] state;
  initial state = STATE_FETCH;
  always @(posedge clk) begin
    case (state)
      STATE_FETCH: state <= STATE_DECODE;
      STATE_DECODE: begin
        case (opcode)
          OPCODE_LW, OPCODE_SW: state <= STATE_MEM_ADDR;
          OPCODE_BEQ: state <= STATE_BRANCH;
          OPCODE_ADDI: state <= STATE_ADDI_EXECUTE;
          OPCODE_J: state <= STATE_JUMP;
          OPCODE_JAL: state <= STATE_JAL;
          OPCODE_REGISTER: state <= STATE_EXECUTE;
        endcase
      end
      STATE_MEM_ADDR: begin
        case (opcode)
          OPCODE_LW: state <= STATE_MEM_READ;
          OPCODE_SW: state <= STATE_MEM_WRITE;
        endcase
      end
      STATE_MEM_READ: begin
        state <= STATE_WRITE_BACK;
      end
      STATE_WRITE_BACK: begin
        state <= STATE_FETCH;
      end
      STATE_MEM_WRITE: begin
        state <= STATE_FETCH;
      end
      STATE_EXECUTE: begin
        state <= STATE_RTYPE_WRITE;
      end
      STATE_BRANCH: begin
        state <= STATE_FETCH;
      end
      STATE_JUMP: begin
        state <= STATE_FETCH;
      end
      STATE_JAL: begin
        state <= STATE_FETCH;
      end
      STATE_RTYPE_WRITE: begin
        state <= STATE_FETCH;
      end
      STATE_ADDI_EXECUTE: begin
        state <= STATE_ADDI_WRITE;
      end
      STATE_ADDI_WRITE: begin
        state <= STATE_FETCH;
      end
    endcase
  end
  assign #1 PCWrite    = (state == STATE_FETCH) ? 1 : 0;
  assign #1 PCSrc      = (state == STATE_BRANCH) ? 2'b01 : ((state == STATE_JUMP || state == STATE_JAL) ? 2'b10 : 2'b00);
  assign #1 ALUSrcA    = (state == STATE_MEM_ADDR || state == STATE_EXECUTE || state == STATE_BRANCH) ? 1 : 0;
  assign #1 ALUSrcB    = (state == STATE_FETCH) ? 2'b01 : ((state == STATE_MEM_ADDR || state == STATE_ADDI_EXECUTE) ? 2'b10 : 2'b00);
  assign #1 ALUControl = (state == STATE_FETCH || state == STATE_MEM_ADDR) ? ALU_ADD : ((state == STATE_BRANCH) ? ALU_SUB : ALU_ZERO);
  assign #1 IRWrite    = (state == STATE_FETCH) ? 1 : 0;
  assign #1 IorD       = (state == STATE_MEM_READ || state == STATE_MEM_WRITE) ? 1 : 0;
  assign #1 MemWrite   = (state == STATE_MEM_WRITE) ? 1 : 0;
  assign #1 RegWrite   = (state == STATE_WRITE_BACK || state == STATE_RTYPE_WRITE || state == STATE_ADDI_WRITE || state == STATE_JAL) ? 1 : 0;
  assign #1 Branch     = (state == STATE_BRANCH) ? 1 : 0;
  assign #1 MemtoReg   = (state == STATE_WRITE_BACK || state == STATE_ADDI_WRITE) ? 1 : 0;
  assign #1 RegDst     = (state == STATE_RTYPE_WRITE || state == STATE_ADDI_WRITE) ? 2'b01 : ((state == STATE_JAL) ? 2'b10 : 2'b00);
endmodule
--- flow/run.sh ---
#!/bin/bash
# OpenROAD 26Q1-2900-gdf79404cd8, Yosys 0.63+post, stock flow scripts
make -C /OpenROAD-flow-scripts/flow DESIGN_CONFIG=/design/flow/config.mk WORK_HOME=/design/flow/orfs finish
==> run summary <==
run metrics: RSZ-0062 raised after global routing=false, final wirelength=1580 microns, register share after synthesis=20.6%, Max clock buf depth=2, worst hold path class=reg -> reg, busiest metal layer after global routing=met1, max-capacitance violation count=0, # H-tree levels=1, worst path arrival time=1.96 ns, footprint of the multi-input gates=just under 400 sq um, grt total ovfl=0, critical path class=reg -> out, highest clock rate=approximately 370 MHz, total clock sinks=4, first-pass GRT wire length=roughly 2400 microns, summed instance area of the synthesized netlist=584 sq um, die width=80 microns, count of buffers added by post-CTS timing repair for setup=0, maximum number of pins on one net before global-route repair=18, cell chosen for the clock root=sky130_fd_sc_hd__clkbuf_4, overall die area=approximately 6400 sq um, DR pass1 iterations=5, clock buffer count from CTS=3, outcome=finished, final reports clean, final hold violation count=0, final period demand of the worst path=approximately 2.7 ns, peak supply drop=between 150 and 200 uV, core area=3420 sq um, initial drt markers=25, Clk Latency, worst-skew pair=0.23 ns, number of warnings printed during yosys synthesis=13, antenna diode count=0, routed wirelength normalized by instance count=11.2 microns, required time of the critical path=2.88 ns, post-route DRC violation count=0, via density per instance=4.34, number of buffers inserted for hold repair after clock tree synthesis=0, global-route total usage across every layer=4.32%, Synth-to-Final Area Change=41.8%, met2 Resource Use GR=6.18%, met1 GRT Util=6.45%, area occupied by registers=120 sq um, Synth flops=4, number of antenna-violating nets in the routed design=0, final setup violation count=0, cells after synthesis=80, delay of the slowest critical-path stage=between 0.5 and 0.6 ns, yosys synthesis chip area=584 sq um, worst relative slew slack=65.3%, antenna violations before repair=0, count of vias placed by the detailed router=612, pins over their slew limit=0, initial cell density of the core=about 17%, leakage=0.274 nW, startpoint types=flip-flop, number of fillers in the final layout=383, Power Dens Cells=724 nW/um^2, largest registers=state: 4 flops, count of buffers inserted at the top-level ports=23, row cnt=21, CTS tree=built, flip-flop count of the largest register after layout=4, clock edge transition at the registers on the reported setup and hold paths=0.04 ns, count of boundary I/O pins=31, aggregate negative setup slack=0 ns, number of unique standard cell types used by synthesis=32, total power=0.000600 W, cell count after placement=138, Chip Height=80 microns, CP max stage cell=sky130_fd_sc_hd__edfxtp_1, placed wire-length estimate=roughly 1200 microns, pin slew with the least headroom to its limit=0.521 ns, global-route met3 utilization=less than 1%, Final period util=74.4%, post-cts gate resize count=0, Critical Path Fanout Max=15, chain of cells forming the critical path=or3_1, nor2_1, clkdlybuf4s50_1, Hold Slack=0.876 ns, ratio of cells with drive above 1 in the final layout=8.42%, Post-Layout Cell Count=roughly 140, mean post-synth cell area=7.30 sq um, cell total in the yosys stat output=around 80, largest register by flop count=state, tool warning count=31, Final Skew=0.000621 ns, global placer's final weighted congestion=0.857, via count of the first global-routing pass=501, element type at the critical path end=output port, Util after Layout=24.2%
path summary, 6_finish.rpt:
kind                            startpoint        to  slack, ns  cells after the start
worst max-delay path              state[3]   PCWrite       0.92                      3
worst max register to register    state[0]  state[0]       1.74                      3
worst min register to register    state[2]  state[2]       0.88                      2
worst min-delay path              state[2]  state[2]       0.88                      2
layout make-up:
cell class / instances / area share [%]
multi-input combinational: 63 / 47.1
timing repair buffer: 23 / 27.8
sequential: 4 / 14.5
inverter: 2 / 0.906
clock buffer: 3 / 2.72
tap: 46 / 6.95
per-layer routing:
metal	share of wire [%]	vias up	wire length, microns
met5	0	-	0
met4	2.1	0	34
met3	5.6	2	89
met2	45	22	716
met1	47	277	743
li1	-	311	-
through the flow:
| step | setup WS (ns) | cell area [sq um] |
|---|---|---|
| 6_report | 0.923 | 828 |
| 5_1_grt | 0.805 | 828 |
| 4_1_cts | 0.885 | 828 |
| 2_1_floorplan | 1.59 | 584 |
| 3_3_place_gp | 1.03 | 806 |
| 3_5_place_dp | 1.02 | 806 |
critical path, delay by kind of cell, from the launching register on:
family,cells,cell delay (ns)
buffers and inverters,1,0.50
DFF,1,0.59
and+or+nand+nor,2,0.64
synth_stat cells (all sizes together):
cell type | count | share of area (%)
or3 | 1 | 1.1
nor3 | 1 | 0.86
conb | 1 | 0.64
nor4 | 3 | 3.2
a211o | 1 | 1.7
xnor2 | 3 | 4.5
buf | 10 | 11
nand2 | 7 | 4.5
nand3 | 1 | 0.86
o21a | 2 | 2.6
and3 | 3 | 4.1
nor2b | 2 | 2.1
a211oi | 1 | 1.3
o32ai | 1 | 1.5
a311oi | 1 | 1.5
a22oi | 1 | 1.3
edfxtp | 4 | 21
a221oi | 2 | 3.0
a31oi | 1 | 1.1
xor2 | 1 | 1.5
clkbuf | 1 | 0.64
a21oi | 5 | 4.3
nor2 | 12 | 7.7
nand2b | 5 | 5.4
o21ai | 4 | 3.4
o311ai | 1 | 2.8
mux2 | 2 | 3.9
inv | 2 | 1.3
and4bb | 1 | 2.1
kinds of logic (layout without fill, tap and decap cells):
group | Yosys count | in the layout | synth area share [%]
compound gates | 20 | 20 | 24.4
xor+xnor | 4 | 4 | 6.00
buf+inv | 13 | 28 | 12.6
flops | 4 | 4 | 20.6
mux | 2 | 2 | 3.85
other cells | 1 | 1 | 0.642
simple gates | 36 | 36 | 31.9
where the power goes:
group,leakage (nW),total (W),switching (W),internal [W]
clock,0.0138,0.0000558,0.0000185,0.0000373
sequential,0.0429,0.000168,0.0000774,0.0000905
combinational,0.218,0.000376,0.000137,0.000239
total,0.274,0.000600,0.000233,0.000367
placed cells by master, fill, tap and decap left out, drive strengths merged, types with 3 or more instances in the layout:
cell type / n
nand2: 7
edfxtp: 4
o21ai: 4
a21oi: 5
nor2: 12
xnor2: 3
and3: 3
clkdlybuf4s50: 23
nand2b: 5
nor4: 3
clkbuf: 3
Power figures rest on the tool's default switching activity, not on a simulated workload.
